## flow/config.mk

```make
export PLATFORM = sky130hd
export DESIGN_NAME = pc_adder
export DESIGN_NICKNAME = pc_adder
export VERILOG_FILES = /design/flow/design.v
export SDC_FILE = /design/flow/constraint.sdc
export NUM_CORES = 4
export LEC_CHECK = 1
export CORE_AREA = 10 10 109 109
export DIE_AREA = 0 0 119 119
```

## flow/run.sh

```bash
#!/bin/bash
# OpenROAD 26Q1-2900-gdf79404cd8, Yosys 0.63+post, stock flow scripts
make -C /OpenROAD-flow-scripts/flow DESIGN_CONFIG=/design/flow/config.mk WORK_HOME=/design/flow/orfs finish
```

## flow/design.v

```verilog
module pc_adder(EXTENDED_VAL,PC,new_PC);
    input [31:0] EXTENDED_VAL;
    input [31:0] PC;
    output [31:0] new_PC;                
    assign #2 new_PC = EXTENDED_VAL + PC + 4;            
endmodule
```

## flow/constraint.sdc

```tcl
current_design pc_adder

set clk_period 17.5
set clk_io_pct 0.2

create_clock -name clk0 -period $clk_period

set non_clock_inputs [all_inputs -no_clocks]
set_input_delay [expr $clk_period * $clk_io_pct] -clock clk0 $non_clock_inputs
set_output_delay [expr $clk_period * $clk_io_pct] -clock clk0 [all_outputs]
```

==> run summary <==
Implementation progress

The synthesis run shows the most used standard cells to be sky130_fd_sc_hd__ha_1, sky130_fd_sc_hd__a21oi_1, sky130_fd_sc_hd__nand2_1. Of the cells placed in the final design, the portion with a size suffix greater than 1 is 2.03%. The final critical path time including I/O delays and setup stands at 10.24 ns. The number of gates resized after CTS was 0.

For this run the top cell type by instance count after synthesis was sky130_fd_sc_hd__ha_1. The first global-routing pass estimated 12200 um of wire. The filler cells instantiated in the layout total about 1000.

The count of input and output buffers stands at 96. The number of cells reported by Yosys stat comes to 309. The final critical-path share of the clock period stands at 58.5%. Counting the warning lines in the Yosys log gives 0. The count of inserted antenna diode cells stands at 0. For reference, the most critical setup path is categorized as input pin to output port. The worst setup path is launched from an input pin. The initial antenna violation count is 0. The all-layer global routing usage stands at 9.91%.

The number of standard cells after synthesis stands at 309. The final-layout worst hold slack stands at about 8 ns. According to the floorplan report, the die width is 119 um. Setup repair after global routing left no endpoint under its margin. The count of different cell masters after synthesis stands at 51. In this design, the largest share of critical-path delay is due to adder cells.

Global routing finished with a remaining overflow of 0. STA lists the maximum fanout along the critical path as 4. The via count stands at 2546. The synthesis area per yosys stands at 0.00228 mm^2. The post-CTS setup-driven buffer insertion count stands at 0. STA classifies the critical path endpoint as an output port. Hold repair after CTS inserted 0 buffers.

The data arrival time at the worst-slack endpoint stands at 6.74 ns. The buffer and inverter count on the worst path stands at 2. Of all cell types, the one taking the most synthesized area is sky130_fd_sc_hd__ha_1. Per the OpenROAD power report, leakage power amounts to around 1.4 nW. The final number of setup-violating endpoints stands at 0. The area of the multi-input gates stands at between 0.002 and 0.0025 mm^2. The violation tally recorded at the end of detailed-routing iteration 0 is 116. Per the run report, area growth between synthesis and finish was 47.2%. Adding up every negative setup slack in the final design gives 0 ns.

Summing all flip-flop and latch instances after layout gives 0 um^2. According to the timing report, the critical path is launched from EXTENDED_VAL[1]. For this run, the detailed router reports a per-instance via density of 4.82.

Summing the sequential cell areas from Yosys gives 0% of the chip area. The post-detailed-routing wire length stands at 7260 um. The final count of hold timing violations stands at 0. The number of flip-flops and latches stands at 0. The DRC violation total left in the routed layout is recorded as 0. Counting tap cells, the placed design contains a total of 528 instances. The critical path goes through clkdlybuf4s50_1, ha_1, ha_1, fa_1, a211oi_2, nor2_1, o211ai_1, a211oi_1, nor4_1, xnor2_1, clkdlybuf4s50_1. On the worst path, the slowest cell contributes a delay of 0.48 ns. The final timing report lists a max-slew violation count of 0. The effective utilization at floorplan stands at 23.7%. For reference, the placement row count at floorplan is 36. The number of search-and-repair iterations in the first detailed-routing pass stands at 4. The depth of the critical timing path with buffers and inverters included stands at 11. The maximum achievable frequency stands at roughly 0.098 GHz.

Per the post-synthesis stats, the area per cell is 7.38 um^2. Once layout is complete, the cells apart from fillers number roughly 530. The post-layout total power stands at approximately 160 uW. Per the gpl log, the routability congestion estimate is a little under 0.9. The number of warnings in the stage logs stands at 32. In this run the remaining antenna-violating nets after routing total 0. The power density of the placed cells stands at 46.3 mW/mm^2. The total die size stands at 0.0142 mm^2.

The synthesized design devotes to its leading area cell type between 30 and 40% of total area. Across the VDD grid, the largest voltage drop is about 0.018 mV. The number of violations of the max-capacitance limit stands at 0. Checking max transition, the worst relative margin is 62.0%.

The flow ran to the end, and the final reports show no timing, DRC or antenna violations. The area of the core stands at 0.00964 mm^2. In this run the count of I/O pins placed on the die edge is 96. Following the worst setup path forward leads to its endpoint at new_PC[29]. The vertical die dimension stands at between 100 and 150 um. The post-synth design cell area stands at 0.00228 mm^2. Among all stages on the critical path, the largest delay is contributed by sky130_fd_sc_hd__clkdlybuf4s50_1. The via count of the first global-routing pass came to 2630. Entering global routing, the biggest net connects 13 pins. The slew at the pin with the worst max-slew slack stands at 0.567 ns. The required time of the worst setup path stands at 14.00 ns. In the final layout, the clock buffer count is 0. The HPWL after detailed placement is 6500 um.

Ranked by total cell area, the synthesized netlist is headed by sky130_fd_sc_hd__ha_1, sky130_fd_sc_hd__a21oi_1, sky130_fd_sc_hd__xnor2_1, sky130_fd_sc_hd__nand2_1, sky130_fd_sc_hd__o21ai_0. The wire length per cell after detailed routing stands at roughly 14 um. The tightest min-delay check is of the input pin to output port type.
final cells by class:
cell class,instances,area share (%)
multi-input combinational,288,65.2
timing repair buffer,96,28.6
tap,133,4.96
inverter,11,1.23
cell usage in the layout, fill, tap and decap left out, types with 4 or more instances in the layout:
cell                               n
sky130_fd_sc_hd__clkdlybuf4s50_1  96
sky130_fd_sc_hd__ha_1             61
sky130_fd_sc_hd__nand2_1          30
sky130_fd_sc_hd__a21oi_1          30
sky130_fd_sc_hd__nor2_1           23
sky130_fd_sc_hd__o21ai_0          19
sky130_fd_sc_hd__xnor2_1          15
sky130_fd_sc_hd__inv_1            11
sky130_fd_sc_hd__nor3_1           10
sky130_fd_sc_hd__xor2_1            9
sky130_fd_sc_hd__a21o_1            9
sky130_fd_sc_hd__and3_1            7
sky130_fd_sc_hd__nand3_1           7
sky130_fd_sc_hd__a211oi_1          6
sky130_fd_sc_hd__o211ai_1          6
sky130_fd_sc_hd__nand4_1           4
sky130_fd_sc_hd__nor4_1            4
how the worst min path moves through the flow:
stage | startpoint | endpoint | slack [ns] | cells after the start
CTS | PC[0] | new_PC[0] | 8.04 | 3
global route | PC[0] | new_PC[0] | 8.07 | 3
finish | PC[0] | new_PC[0] | 8.02 | 3
per-stage QoR:
step | util [%] | instance area, um^2 | worst slack, ns
after floorplan | - | 2280 | 8.49
after global placement | 34.8 | 3360 | 7.22
after detailed placement | 34.8 | 3360 | 7.24
after CTS | 34.8 | 3360 | 7.22
after global routing | 34.8 | 3360 | 7.03
final | 34.8 | 3360 | 7.26
tightest hold or removal path, delay by kind of cell:
family	cells	cell delay (ns)
adder cells (fa/ha/maj)	1	0.11
buffers and inverters	2	0.92
power breakdown:
group          total (mW)  switching (mW)  internal (mW)
Clock                   0               0              0
Combinational       0.155          0.0683         0.0871
Sequential              0               0              0
Total               0.155          0.0683         0.0871
kinds of logic after synthesis:
| logic type | Yosys count | share of synthesized area [%] |
|---|---|---|
| simple gates | 100 | 21.5 |
| compound gates | 99 | 29.6 |
| fa+ha+maj | 62 | 34.3 |
| xor+xnor | 24 | 9.22 |
| buf+inv | 21 | 4.00 |
| mux | 3 | 1.32 |
per-layer routing:
| layer | vias up | share of wire (%) | global-route usage [%] |
|---|---|---|---|
| li1 | 1353 | - | - |
| met1 | 1133 | 48 | 13.1 |
| met2 | 60 | 46 | 16.8 |
| met3 | 0 | 6.1 | 2.45 |
| met4 | 0 | 0 | 0.229 |
| met5 | - | 0 | 0 |
No activity file was given, so power comes from the tool's default toggle rates.
